==> /design/flow/design.v <==
`timescale 1ns / 1ps
  module Binary_To_7Segment 
  (
   input       clk,
   input [3:0] i_Binary_Num,
   output   reg [7:0] r_Hex_Encoding
   );
  always @(posedge clk)
    begin
      case (i_Binary_Num)
        4'b0000 : r_Hex_Encoding = 8'b00000011; 
        4'b0001 : r_Hex_Encoding = 8'b11110011; 
        4'b0010 : r_Hex_Encoding = 8'b00100101; 
        4'b0011 : r_Hex_Encoding = 8'b00001101; 
        4'b0100 : r_Hex_Encoding = 8'b10011001; 
        4'b0101 : r_Hex_Encoding = 8'b01001001; 
        4'b0110 : r_Hex_Encoding = 8'b01000001; 
        4'b0111 : r_Hex_Encoding = 8'b00011101; 
        4'b1000 : r_Hex_Encoding = 8'b00000001; 
        4'b1001 : r_Hex_Encoding = 8'b00001001; 
        4'b1010 : r_Hex_Encoding = 8'b00010001; 
        4'b1011 : r_Hex_Encoding = 8'b11000001; 
        4'b1100 : r_Hex_Encoding = 8'b01100011; 
        4'b1101 : r_Hex_Encoding = 8'b10000101; 
        4'b1110 : r_Hex_Encoding = 8'b01100001; 
        4'b1111 : r_Hex_Encoding = 8'b01110001; 
        default: r_Hex_Encoding = 8'b11111111;
      endcase
    end 
endmodule
module Debounce_4_Bit #(parameter DEBOUNCE_LIMIT = 250000)
  (input  i_Clk,
   input  [3:0] i_Switch,
   output [3:0] o_Switch
  );
  integer i;
  reg [$clog2(DEBOUNCE_LIMIT)-1:0] r_Count [3:0];  
  reg [3:0] r_State;  
  always @(posedge i_Clk) begin
    for (i = 0; i < 4; i = i + 1) begin
      if (i_Switch[i] != r_State[i] && r_Count[i] < DEBOUNCE_LIMIT) begin
        r_Count[i] <= r_Count[i] + 1;
      end 
      else if (r_Count[i] == DEBOUNCE_LIMIT) begin
        r_State[i] <= i_Switch[i];
        r_Count[i] <= 0;
      end 
      else begin
        r_Count[i] <= 0;
      end
    end
  end
  assign o_Switch = r_State;
endmodule
module Decoder(
    clk,
    Row,
    Col,
    DecodeOut
    );
    input clk;						 
    input [3:0] Row;				 
    output reg [3:0] Col;			 
    output reg [3:0] DecodeOut;	     
	reg [19:0] sclk;
	always @(posedge clk) begin
			  if (sclk == 20'b00011_00001_10101_00000) begin
				Col <= 4'b0111;
				sclk <= sclk + 1'b1;
			end
			else if(sclk == 20'b00011_00001_10101_01000) begin
				if (Row == 4'b0111) begin
					DecodeOut <= 4'b0001;		 
				end
				else if(Row == 4'b1011) begin
					DecodeOut <= 4'b0100; 		 
				end
				else if(Row == 4'b1101) begin
					DecodeOut <= 4'b0111; 		 
				end
				else if(Row == 4'b1110) begin
					DecodeOut <= 4'b0000; 		 
				end
				sclk <= sclk + 1'b1;
			end
			else if(sclk == 20'b00110_00011_01010_00000) begin
				Col<= 4'b1011;
				sclk <= sclk + 1'b1;
			end
			else if(sclk == 20'b00110_00011_01010_01000) begin
				if (Row == 4'b0111) begin
					DecodeOut <= 4'b0010; 		 
				end
				else if(Row == 4'b1011) begin
					DecodeOut <= 4'b0101; 		 
				end
				else if(Row == 4'b1101) begin
					DecodeOut <= 4'b1000; 		 
				end
				else if(Row == 4'b1110) begin
					DecodeOut <= 4'b1111; 		 
				end
				sclk <= sclk + 1'b1;
			end
			else if(sclk == 20'b01001_00100_11111_00000) begin
				Col<= 4'b1101;
				sclk <= sclk + 1'b1;
			end
			else if(sclk == 20'b01001_00100_11111_01000) begin
				if(Row == 4'b0111) begin
					DecodeOut <= 4'b0011; 		 
				end
				else if(Row == 4'b1011) begin
					DecodeOut <= 4'b0110; 		 
				end
				else if(Row == 4'b1101) begin
					DecodeOut <= 4'b1001; 		 
				end
				else if(Row == 4'b1110) begin
					DecodeOut <= 4'b1110; 		 
				end
				sclk <= sclk + 1'b1;
			end
			else if(sclk == 20'b01100_00110_10100_00000) begin
				Col<= 4'b1110;
				sclk <= sclk + 1'b1;
			end
			else if(sclk == 20'b01100_00110_10100_01000) begin
				if(Row == 4'b0111) begin
					DecodeOut <= 4'b1010;  
				end
				else if(Row == 4'b1011) begin
					DecodeOut <= 4'b1011;  
				end
				else if(Row == 4'b1101) begin
					DecodeOut <= 4'b1100;  
				end
				else if(Row == 4'b1110) begin
					DecodeOut <= 4'b1101;  
				end
				sclk <= 20'b00000_00000_00000_00000;
			end
			else begin
				sclk <= sclk + 1'b1;
			end
end
endmodule
`timescale 1ns / 1ps
module scanner4x4_top(
    input  wire clk,
    input  wire  [3:0] Row,
    output wire [3:0] Col,
    output wire [7:0] SSEGAN,
    output wire [7:0] r_Hex_Encoding );
   wire [3:0] o_Switch;
   wire [3:0] DecodeOut;
   wire [3:0] i_Binary_Num;
    assign SSEGAN = 8'b0111_1111; 
    Decoder d1 (.clk(clk), .Row(Row), .Col(Col), .DecodeOut(DecodeOut));
     Debounce_4_Bit d2 (.i_Clk(clk), . i_Switch(DecodeOut), .o_Switch(i_Binary_Num));
    Binary_To_7Segment b1 (.clk(clk), .i_Binary_Num(i_Binary_Num), .r_Hex_Encoding(r_Hex_Encoding));
endmodule
==> /design/flow/run.sh <==
#!/bin/bash
# OpenROAD 26Q1-2900-gdf79404cd8, Yosys 0.63+post, stock flow scripts
make -C /OpenROAD-flow-scripts/flow DESIGN_CONFIG=/design/flow/config.mk WORK_HOME=/design/flow/orfs finish
==> /design/flow/config.mk <==
export PLATFORM = sky130hd
export DESIGN_NAME = scanner4x4_top
export DESIGN_NICKNAME = scanner4x4_top
export VERILOG_FILES = /design/flow/design.v
export SDC_FILE = /design/flow/constraint.sdc
export NUM_CORES = 4
export LEC_CHECK = 1
export CORE_UTILIZATION = 50
==> /design/flow/constraint.sdc <==
current_design scanner4x4_top

set clk_period 2.6
set clk_io_pct 0.2

create_clock -name clk0 -period $clk_period [get_ports {clk}]

set non_clock_inputs [all_inputs -no_clocks]
set_input_delay [expr $clk_period * $clk_io_pct] -clock clk0 $non_clock_inputs
set_output_delay [expr $clk_period * $clk_io_pct] -clock clk0 [all_outputs]
==> flow_metrics.tcl <==
# place-and-route summary
set metrics [dict create \
    route.detailed.drc 0 \
    num_antenna_cells 0 \
    min_path_cells 2 \
    ir_drop_mv 0.458 \
    rsz0062_at_grt "no" \
    setup_slack_ns 0.441 \
    slew_viol_final 0 \
    ys_cells 599 \
    hold_path_end "d2.r_Count[3][17]" \
    fin_crit_sh_pct 83.0 \
    leakagePower_nw 2.06 \
    cp_cell_sequence "nor4bb_1, nand3b_1, o22ai_1, nor3_1, nor3_1, buf_4" \
    clockBufferDepth 2 \
    crit_top_cell "nor3_1" \
    antenna_found_initial 0 \
    syn_area_sq_um 5260 \
    max_slew_margin_pct 56.2 \
    cts_setup_buffers 0 \
    max-cap-violations 0 \
    ioPinCount 25 \
    drive_gt1_share_pct 5.18 \
    post-place-ws_ns 0.398 \
    drt_pass1_iterations 6 \
    grt_max_degree 19 \
    drt-total-wl_microns 8900 \
    cts_tree "done" \
    async_reset_ff_share_pct 0 \
    clk_pin_slew_ns 0.10 \
    warnings 33 \
    gp_congestion 0.828 \
    hold_path_startpoint "d2.r_Count[3][17]" \
    cts_resized 0 \
    synth_cell_type_count 48 \
    critical_path.max_fanout 5 \
    ys_seq_share_pct 43.8 \
    worstReg2RegEnd "d1.DecodeOut[3]" \
    clock-sinks 111 \
    reg2reg_slack_ns 0.44 \
    routed_via_density 5.09 \
    area.growth.synth_to_final_pct 8.69 \
    grt_pass1_vias 3352 \
    ff_type "dfxtp_1" \
    crit_arrival_ns 2.26 \
    core_sq_um 10300 \
    hold_viol 0 \
    hold_path_class "flip-flop to flip-flop" \
    worst_setup_path_start_kind "flip-flop" \
    required_ns 2.70 \
    max_stage_delay_ns 0.51 \
    ys_chip_area_sq_um 5260 \
    drtAntennaViolNets 0 \
    top_area_cell "dfxtp_1" \
    synth.avg_cell_area_sq_um 8.77 \
    die_area_sq_um 10900 \
    tns_ns 0 \
    synthCells 599 \
    top_area_share_pct 39.2 \
    outcome "complete, no violations" \
    dieWidth_microns 105 \
    cp_top_family "simple AND/OR/NAND/NOR gates" \
    top_cells_by_area "dfxtp_1, xor2_1, nor2_1, xnor2_1, edfxtp_1" \
    routedWlPerCell_microns 11.8 \
    crit_type "flip-flop to flip-flop" \
    rows 37 \
    fp_util_pct 51.1 \
    max_slew.worst_pin.slew_ns 0.651 \
    via_count 3841 \
    root_buffer "clkbuf_8" \
    fin_cells 754 \
    drt_iter0_drc 126 \
    common_cells "nor2_1, dfxtp_1, xor2_1, nand3_1, nand2_1" \
    place_inst 738 \
    ys_ff 111 \
    htree_num_levels 3 \
    worstRegToRegCells 6 \
    finalSetupViolCount 0 \
    yosysWarnings 4 \
    grt_pass1_wl_microns 15600 \
    fmax_mhz 463 \
    die_y_microns 105 \
    worstSkewPairLatency_ns 0.37 \
    overflow 0 \
    cts_made_buffers 9 \
    crit_path_end_kind "flip-flop" \
    fin_worst_skew_ns 0.0105 \
    post-synth-top-count-cell "nor2_1" \
    edf_count 8 \
    postCtsHoldBufs 0 \
    p_per_area_nw_per_um2 519 \
    track_usage_pct 17.8 \
    r2r-start "d1.sclk[16]" \
    post-route-util_pct 55.6 \
    cp.buffers_inverters 1 \
    slowest_stage "nor4bb_1" \
    min_period_ns 2.16 \
    io_buffers 15 \
    hpwl_microns 6230 \
]
==> metal layers <==
layer | vias up | GRT usage [%] | routed length, microns
li1 | 2071 | - | -
met1 | 1707 | 28.4 | 4790
met2 | 57 | 25.8 | 3640
met3 | 6 | 4.80 | 376
met4 | 0 | 1.63 | 93
met5 | - | 0 | 0
==> through the flow <==
step                instance area (sq um)  power [mW]  hold WS [ns]
floorplan                            5280        1.92         0.437
global placement                     5510        1.96         0.453
detailed placement                   5510        1.96         0.456
CTS                                  5710        3.02         0.483
global route                         5710        3.12         0.500
finish                               5710        2.97         0.480
==> worst max path at each step <==
stage | from | end | slack, ns | depth (start not counted)
5_1_grt | d1.sclk[16] | d1.DecodeOut[0] | 0.31 | 6
4_1_cts | d1.sclk[0] | d1.DecodeOut[0] | 0.45 | 8
6_report | d1.sclk[16] | d1.DecodeOut[3] | 0.44 | 6
==> cell type report <==
type	instances	area (sq um)
well taps	136	170
clock buffers	13	159
multi-input cells	444	2750
flip-flops and latches	111	2300
repair buffers	21	195
fillers	935	4570
clock inverters	3	41.3
inverters	26	97.6
==> tightest hold or removal path, stage by stage (launching register included) <==
cell     delay (ns)
dfxtp_1        0.34
a31oi_1        0.05
nor2_1         0.07
==> kinds of logic after synthesis <==
| logic type | count (synthesis) | synth area share, % |
|---|---|---|
| and+or+nand+nor | 293 | 28.5 |
| other | 2 | 0.143 |
| muxes | 6 | 1.40 |
| buffers and inverters | 51 | 4.43 |
| xor gates and xnor gates | 85 | 14.2 |
| AOI/OAI and AO/OA | 37 | 4.26 |
| adders and majority gates | 14 | 3.33 |
| DFF | 111 | 43.8 |
==> flip-flops by register name, summed over array words and instances, names as in the netlist <==
register	count
d2.r_State	4
d2.r_Count	72
b1.r_Hex_Encoding	7
d1.sclk	20
d1.DecodeOut	4
d1.Col	4
==> placed cells by master (no fill, tap or decap), types with 9 or more instances in the layout <==
cell               n
nor2_1           107
dfxtp_1          103
xor2_1            46
nand3_1           43
nand2_1           40
xnor2_1           39
inv_1             25
nand4_1           23
nor4_1            17
clkdlybuf4s50_1   15
ha_1              14
nor3_1            12
and3_1            11
clkbuf_8          11
o21ai_0            9
conb_1             9
==> power by group <==
part	internal [mW]	switching [mW]	total (mW)
combinational	0.0545	0.0757	0.130
clock	0.499	0.549	1.05
sequential	1.75	0.0359	1.79
total	2.30	0.661	2.97
Power figures rest on the tool's default switching activity, not on a simulated workload.
