### run.sh
#!/bin/bash
# OpenROAD 26Q1-2900-gdf79404cd8, Yosys 0.63+post, stock flow scripts
make -C /OpenROAD-flow-scripts/flow DESIGN_CONFIG=/design/flow/config.mk WORK_HOME=/design/flow/orfs finish
### config.mk
export PLATFORM = sky130hd
export DESIGN_NAME = KeyboardScanner
export DESIGN_NICKNAME = KeyboardScanner
export VERILOG_FILES = /design/flow/design.v
export SDC_FILE = /design/flow/constraint.sdc
export NUM_CORES = 4
export LEC_CHECK = 1
export CORE_AREA = 10 10 85 85
export DIE_AREA = 0 0 95 95
### constraint.sdc
current_design KeyboardScanner

set clk_period 2.0
set clk_io_pct 0.2

create_clock -name clk0 -period $clk_period [get_ports {clk}]

set non_clock_inputs [all_inputs -no_clocks]
set_input_delay [expr $clk_period * $clk_io_pct] -clock clk0 $non_clock_inputs
set_output_delay [expr $clk_period * $clk_io_pct] -clock clk0 [all_outputs]
### design.v
module KeyboardScanner(
  input clk,
  input rst,
  input [3:0] Row,  
  output reg [3:0] ColOut,  
  output reg [3:0] KeyData,  
  output reg KeyReady  
);
  parameter IDLE = 3'b000;
  parameter SCAN_1 = 3'b001;
  parameter SCAN_2 = 3'b010;
  parameter SCAN_3 = 3'b011;
  parameter SCAN_4 = 3'b100;
  parameter DEBOUNCE = 3'b101;
  parameter OUTPUT = 3'b110;
  reg [2:0] State, NextState;
  reg [2:0] DebounceCounter;
  reg [3:0] Key;  
  always @(posedge clk, negedge rst) begin
    if (rst == 0) begin
      State <= IDLE;
      ColOut <= 4'b1111;  
      DebounceCounter <= 0;
      KeyData <= 4'bxxxx;
      KeyReady <= 0;
    end 
    else begin
      State <= NextState;
      case (State)
        IDLE: begin
                ColOut <= 4'b0111;  
                NextState <= SCAN_1;
              end
        SCAN_1: begin
                        if (Row == 4'b0111) begin
                            Key <= Row;  
                            NextState <= DEBOUNCE; 
                        end
                        else if(Row == 4'b1011) begin
                            Key <= Row;  
                            NextState <= DEBOUNCE; 		 
                        end
                        else if(Row == 4'b1101) begin
                            Key <= Row;  
                            NextState <= DEBOUNCE ;		 
                        end
                        else if(Row == 4'b1110) begin
                            Key <= Row;  
                            NextState <= DEBOUNCE	;	 
                        end
                        else begin
                            ColOut <= 4'b1011;  
                            NextState <= SCAN_2;
                        end
               end
        SCAN_2: begin
                        if (Row == 4'b0111) begin
                            Key <= Row;  
                            NextState <= DEBOUNCE; 
                        end
                        else if(Row == 4'b1011) begin
                            Key <= Row;  
                            NextState <= DEBOUNCE; 		 
                        end
                        else if(Row == 4'b1101) begin
                            Key <= Row;  
                            NextState <= DEBOUNCE ;		 
                        end
                        else if(Row == 4'b1110) begin
                            Key <= Row;  
                            NextState <= DEBOUNCE	;	 
                        end
                        else begin
                            ColOut <= 4'b1101;  
                            NextState <= SCAN_3;
                         end
                end
        SCAN_3: begin
                        if (Row == 4'b0111) begin
                            Key <= Row;  
                            NextState <= DEBOUNCE; 
                        end
                        else if(Row == 4'b1011) begin
                            Key <= Row;  
                            NextState <= DEBOUNCE; 		 
                        end
                        else if(Row == 4'b1101) begin
                            Key <= Row;  
                            NextState <= DEBOUNCE ;		 
                        end
                        else if(Row == 4'b1110) begin
                            Key <= Row;  
                            NextState <= DEBOUNCE	;	 
                        end
                        else begin
                            ColOut <= 4'b1101;  
                            NextState <= SCAN_4;
                          end
                end
        SCAN_4: begin
                        if (Row == 4'b0111) begin
                            Key <= Row;  
                            NextState <= DEBOUNCE; 
                        end
                        else if(Row == 4'b1011) begin
                            Key <= Row;  
                            NextState <= DEBOUNCE; 		 
                        end
                        else if(Row == 4'b1101) begin
                            Key <= Row;  
                            NextState <= DEBOUNCE ;		 
                        end
                        else if(Row == 4'b1110) begin
                            Key <= Row;  
                            NextState <= DEBOUNCE	;	 
                        end
                        else begin
                            ColOut <= 4'b1111;  
                            NextState <= IDLE;
                          end
                  end
        DEBOUNCE: begin
                      DebounceCounter <= DebounceCounter + 1;
                      if (DebounceCounter == 3'd7) begin  
                        KeyData <= Key;  
                        KeyReady <= 1;
                        NextState <= OUTPUT;
                      end 
                      else begin
                        NextState <= DEBOUNCE;
                      end
                   end
        OUTPUT: begin
                      if (Row == Key) begin  
                        KeyReady <= 0;
                        NextState <= IDLE;
                        DebounceCounter <= 0;
                      end else begin
                        NextState <= OUTPUT;
                      end
                 end
      endcase
    end
  end
endmodule
==> results.toml <==
# physical design summary
[drt]
dr_total_vias = 741
wl_per_cell_um = 11.0
drt_iter0_drc = 40
viasPerCell = 4.05
drc_errors = 0
wl_um = 2020
n_antenna_cell = 0
ant_nets = 0
dr.pass1.iters = 4

[finish]
final_layout_size_suffix_gt1_share_pct = 21.6
post-route-cell-area_mm2 = 0.00134
syn2layout_area_growth_pct = 33.6
fillers = 585

[final_timing]
setup_viol = 0
skew_ns = 0.00158
fmax_mhz = 579
maxSlewViolCount = 0
whs_ns = 0.349
fin_setup_tns_ns = 0
hold_viol = 0
min_period_over_period_pct = 86.4
fin_crit_ns = 1.73
rsz0062_at_grt = "false"

[worst_setup_path]
path_class = "in2reg"
crit_chain = "clkdlybuf4s50_1, xnor2_1, o211ai_1, a21boi_0, buf_4, a211o_1"
crit_slowest_cell = "clkdlybuf4s50_1"
cp_data_arrival_time_ns = 1.91
critical_path_peak_fanout = 4
critical-path-top-delay-family = "buffers and inverters"
critical_path_required_ns = 2.19
crit_path_start_kind = "input pin"
crit_buf_inv = 2
critPathMaxStageDelay_ns = 0.54
end_kind = "flip-flop"

[min_path]
hp-class = "reg2reg"

[logic_synthesis]
ys_warn_count = 1
yosysChipArea_mm2 = 0.00100
ys_seq_share_pct = 56.3
ys_cells = 86
synth_top_area_share_pct = 27.5
synth_cells = 86
ys_types = 32
syn_area_mm2 = 0.00100
synthTopCellsByArea = "dfrtp_1, edfxtp_1, dfstp_2, mux2_2, xnor2_1"
async_flop_share_pct = 66.7
synth-edff-count = 7
synth_flop_count = 21
synth.avg_cell_area_um2 = 11.7
ys.flop_type = "dfrtp_1"
synth_top_cell_by_area = "dfrtp_1"

[run]
warning_count = 25
cap_viol_max_count = 0

[floorplan]
coreArea_mm2 = 0.00547
fp_util_pct = 18.3
chip_area_mm2 = 0.00903
fp-row-count = 27
die.size.y_um = 95
io_pins = 15
die_w_um = 95

[clock_network]
cts_tree = "yes"
clk_path_buf_depth = 2
postCtsSetupBuffers = 0
clock_latency_ns = 0.26
clock_sinks = 21
clk_pin_slew_ns = 0.07
cts_buffers = 3
cts-root-buf = "clkbuf_8"
cts_resized = 0
hold_buffers = 0
cts-htree-levels = 1

[global_route]
grt_max_degree = 18
track_usage_pct = 4.67
grt_pass1_wl_um = 3440
grt_overflow = 0
grt_pass1_vias = 719
antenna_found_initial = 0

[power]
finalPower_mw = 1.32
ir_drop_v = 0.000385
power_density_mw_per_mm2 = 989
p_leak_nw = 0.542

[outcome]
status = "finished, final reports clean"

[placement]
gp_congestion = 0.799
dpl_cell_area_mm2 = 0.00129
dp_hpwl_um = 1550
numPortBuffers = 13
-- final cells by class --
cell class,instances,area (um^2),area share (%)
Sequential cell,21,564,42.1
Multi-Input combinational cell,58,407,30.4
Timing Repair Buffer,25,220,16.4
Tap cell,72,90.1,6.73
Clock buffer,3,41.3,3.08
Inverter,3,11.3,0.841
Clock inverter,1,5.00,0.374
-- Yosys cell counts, types with 2 or more instances --
master and number:
mux2i_1 2, dfstp_2 3, nand3_1 2, mux2_2 4, nand4_1 2, dfrtp_1 11, nand4b_1 3, edfxtp_1 7
o21ai_0 2, clkbuf_1 2, nor2_1 4, a211o_1 2, o21a_1 2, a21oi_1 4, inv_1 3, o22ai_1 4
xnor2_1 5, nand2_1 7, nor3_1 2, ha_1 2, and3_1 2
-- sequential cells by signal (all words and copies together), names as in the netlist --
name,cells
KeyData,4
DebounceCounter,3
State,3
KeyReady,1
Key,4
NextState,3
ColOut,3
-- cells in the final DEF (no fill, tap or decap), drive strengths merged, types with 3 or more instances in the layout --
cell,n
nor2,4
nand4b,3
clkdlybuf4s50,13
edfxtp,7
dfstp,3
inv,3
mux2,4
dfrtp,11
clkbuf,3
a21oi,4
o22ai,4
buf,12
nand2,7
xnor2,5
-- stage by stage --
stage	utilization [%]	setup slack [ns]	std cells
2_1_floorplan	-	0.568	86
3_3_place_gp	23.6	0.0302	179
3_5_place_dp	23.6	0.0173	179
4_1_cts	24.5	0.281	183
5_1_grt	24.5	0.206	183
6_report	24.5	0.273	183
-- cells by family after synthesis --
| logic type | share of synthesized area [%] |
|---|---|
| buffers and inverters | 3.12 |
| adders and majority gates | 2.50 |
| muxes | 6.49 |
| other | 0.374 |
| and+or+nand+nor | 11.9 |
| DFF | 56.3 |
| xor gates and xnor gates | 5.24 |
| AOI/OAI and AO/OA | 14.1 |
-- worst reg2reg max path: stages, from the launching register on --
cell	delay (ns)
dfrtp_1	0.40
ha_1	0.21
ha_1	0.19
nand4b_1	0.28
mux2_2	0.38
-- final timing paths --
path / slack, ns / to / from / depth (start not counted)
min in group asynchronous: 0.63 / ColOut[3] / rst / 1
setup reg to reg: 0.42 / KeyData[3] / DebounceCounter[0] / 4
max in group asynchronous: 1.22 / DebounceCounter[2] / rst / 2
setup / recovery: 0.27 / ColOut[2] / Row[2] / 6
hold / removal: 0.35 / State[0] / NextState[0] / 0
hold reg to reg: 0.35 / State[0] / NextState[0] / 0
-- power by group --
part | leakage (nW) | switching [mW] | internal, mW
Sequential | 0.226 | 0.0941 | 0.578
Clock | 0.0255 | 0.134 | 0.139
Combinational | 0.291 | 0.148 | 0.232
Total | 0.542 | 0.376 | 0.948
-- layer usage --
layer	vias to the layer above	wire (um)	share of wire, %	track usage, %
li1	371	-	-	-
met1	347	1010	50	6.57
met2	23	903	45	7.32
met3	0	104	5.2	1.20
met4	0	0	0	0.623
met5	-	0	0	0
Power figures rest on the tool's default switching activity, not on a simulated workload.
